File: /design/flow/design.v
`timescale 1ns / 1ps
module adder_16(
    input signed [15:0] a,
    input signed [15:0] b,
    output signed [16:0] s
    );
    assign s = a+b;
endmodule
`timescale 1ns / 1ps
module adder_17(
    input signed [16:0] a,
    input signed [16:0] b,
    output signed [17:0] s
    );
    assign s = a+b;
endmodule
`timescale 1ns / 1ps
module adder_18(
    input signed [17:0] a,
    input signed [17:0] b,
    output signed [18:0] s
    );
    assign s = a+b;
endmodule
`timescale 1ns / 1ps
module adder_19(
    input signed [18:0] a,
    input signed [18:0] b,
    output signed [19:0] s
    );
    assign s = a+b;
endmodule
`timescale 1ns / 1ps
module mac2(
    input clk,
    input [127:0] pixelsIN,
    input [127:0] weightsIN,
    output reg [19:0] sumOUT
    );
    reg [127:0] pixels, weights;
    wire [19:0] sum;
    wire [255:0] p;
    wire [135:0] s1;
    wire [71:0] s2;
    wire [37:0] s3;
    always @(posedge clk) begin
        pixels <= pixelsIN;
        weights <= weightsIN;
        sumOUT <= sum;
    end
    genvar i;
    generate
    for(i=0;i<=15;i=i+1) begin
        mult_8 mult_8_i(pixels[(127-8*i):(127-8*i-7)],
                        weights[(127-8*i):(127-8*i-7)],
                        p[(255-16*i):(255-16*i-15)]);              
    end
    endgenerate
    genvar k;
    generate
    for(k=0;k<=7;k=k+1) begin
        adder_16 adder_16_k(p[(255-16*2*k):(255-16*2*k-15)],
                        p[(255-16*(2*k+1)):(255-16*(2*k+1)-15)],
                        s1[(135-17*k):(135-17*k-16)]);              
    end
    endgenerate
    adder_17 adder17_1(s1[135:119],s1[118:102],s2[71:54]);
    adder_17 adder17_2(s1[101:85],s1[84:68],s2[53:36]);
    adder_17 adder17_3(s1[67:51],s1[50:34],s2[35:18]);
    adder_17 adder17_4(s1[33:17],s1[16:0],s2[17:0]);
    adder_18 adder18_1(s2[71:54],s2[53:36],s3[37:19]);
    adder_18 adder18_2(s2[35:18],s2[17:0],s3[18:0]);
    adder_19 adder19_1(s3[37:19],s3[18:0],sum);
endmodule
`timescale 1ns / 1ps
module mult_8(
    input signed [7:0] wi,
    input signed [7:0] xi,
    output signed [15:0] pi
    );
    assign pi = wi*xi;
endmodule
File: /design/flow/run.sh
#!/bin/bash
# OpenROAD 26Q1-2900-gdf79404cd8, Yosys 0.63+post, stock flow scripts
make -C /OpenROAD-flow-scripts/flow DESIGN_CONFIG=/design/flow/config.mk WORK_HOME=/design/flow/orfs finish
File: /design/flow/config.mk
export PLATFORM = sky130hd
export DESIGN_NAME = mac2
export DESIGN_NICKNAME = mac2
export VERILOG_FILES = /design/flow/design.v
export SDC_FILE = /design/flow/constraint.sdc
export NUM_CORES = 4
export LEC_CHECK = 1
export CORE_UTILIZATION = 40
File: /design/flow/constraint.sdc
current_design mac2

set clk_period 17.6
set clk_io_pct 0.2

create_clock -name clk0 -period $clk_period [get_ports {clk}]

set non_clock_inputs [all_inputs -no_clocks]
set_input_delay [expr $clk_period * $clk_io_pct] -clock clk0 $non_clock_inputs
set_output_delay [expr $clk_period * $clk_io_pct] -clock clk0 [all_outputs]
==> results.cfg <==
; yosys + openroad results
[cells_and_area]
syn_to_final_growth_pct = 12.3
final_area_um2 = 56400
utilization_pct = 45.4
fill_cells = 11458
flop_area_um2 = 5530
logic_area_um2 = 39000
post_route_cells_drive_above_1_share_pct = 1.60

[clocking]
cts_buffers = 39
postCtsHoldBufs = 0
clk_pin_slew_worst_paths_ps = 60
cts_setup_buffers = 0
cts-resized-gates = 0
cts_sinks = 276
cts_tree = done
cts_buffer_depth = 3
root_buffer = clkbuf_16
htree_num_levels = 2
insertion_delay_ps = 620

[drt]
vias_per_cell = 4.53
routed_wl_um = 133000
drcViolationCount = 0
antenna_left = 0
wl_per_cell_um = 20.0
first_pass_iters = 24
drt_iter0_drc = 908
vias = 30152

[die]
die_width_um = 356
rows = 129
dieArea_um2 = 127000
io_pins = 277
die_y_um = 356
fp_util_pct = 40.4
core_region_area_um2 = 124000

[synthesis]
syn_area_per_cell_um2 = 10.8
yosys_area_um2 = 50200
edf_count = 0
synthesis.area_um2 = 50200
ys.flops = 276
synth_top_area_share_pct = 56.9
ys_cells = 4669
ff_type = dfxtp_1
synth_cells = 4669
ys_seq_share_pct = 11.0
yosys.area.top_type = fa_1
yosysWarnings = 1
area_leaders = fa_1 57%, inv_1 11%, dfxtp_1 11%
async_flop_share_pct = 0
synth_cell_types = 33

[global_routing]
grt_pass1_wl_um = 210000
groute.usage.overall_pct = 24.2
grt-ovfl-total = 0
grt_start_max_net_pins = 14
grt_antenna_before_repair = 7
first_global_vias = 35511

[placement]
place_area_um2 = 55000
dp_hpwl_um = 122000
routabilityCongestion = 0.983
io_buffer_count = 276

[setup_path]
crit_arrival_ps = 9880
crit_fanout = 6
end_kind = flop
rr_startpoint = weights[31]
startpoint_type = flop
path_class = reg2reg
worstPathRequired_ps = 18070
ff2ff_path_depth = 27
reg2reg_setup_slack_ps = 8190
r2r-end = sumOUT[19]

[run]
maxCapViolations = 0
warnings = 28

[timing]
slew_viol_final = 0
worst_pin_slew_ps = 890
finalHoldViolCount = 0
setup_viol = 0
setup_tns_ps = 0
fin_worst_skew_ps = 35.5
min_period_ps = 9410
rsz0062_at_grt = no
maxSlewHeadroom_pct = 40.3
period_used_pct = 53.5
holdWs_ps = 863
fmaxAchievable_ghz = 0.106

[outcome]
status = complete, no violations

[min_path]
hold_path_end = sumOUT[0]
min_from = weights[120]
holdPathStages = 2
hold_class = reg2reg
==> cells in the mapped netlist (all sizes together) (2+ instances only) <==
cell / number
inv: 1503
fa: 1428
a21o: 5
o21ai: 9
ha: 332
o31ai: 3
dfxtp: 276
and2: 547
xor2: 8
clkbuf: 5
nor2: 21
nor2b: 37
o21a: 6
a21oi: 13
nand2: 352
nor3: 3
o21bai: 2
xnor2: 38
nand2b: 70
==> per-stage QoR <==
stage	setup WS, ps	std cells
detailed placement	8210	6578
CTS	8150	6650
finish	8190	6652
global placement	8230	6578
floorplan	9400	4669
global route	7920	6650
==> critical path: stages (launching register included) <==
cell and delay (ps):
dfxtp_1 700, inv_1 240, nor2_1 170, fa_1 450, fa_1 560, inv_1 60, fa_1 530, inv_1 50
fa_1 490, inv_1 60, fa_1 540, inv_1 60, fa_1 480, fa_1 580, fa_1 450, fa_1 500
inv_1 50, fa_1 470, inv_1 50, fa_1 440, ha_1 290, ha_1 350, o21a_1 230, a2111oi_4 120
o31ai_2 420, nor3_2 120, o31ai_1 570, xnor2_1 220
==> cells by family (layout without fill, tap and decap cells) <==
logic type	Yosys count	in the layout	synth area share (%)
flip-flops	276	276	11.0
adder cells (fa/ha/maj)	1760	1760	65.2
buffers and inverters	1508	1852	11.3
other	0	2	0
XOR/XNOR	47	47	0.847
AND-OR/OR-AND	44	44	0.621
AND/OR/NAND/NOR	1034	1034	11.0
==> worst max path at each step <==
stage	startpoint	to	slack [ps]	cells after the start
5_1_grt	weights[80]	sumOUT[19]	7920	23
4_1_cts	weights[31]	sumOUT[17]	8150	27
6_report	weights[31]	sumOUT[19]	8190	27
==> placed cells by master (no fill, tap or decap), types with 2 or more instances in the layout <==
| cell | n |
|---|---|
| nand2b_1 | 70 |
| inv_1 | 1503 |
| nor2_1 | 21 |
| o21bai_1 | 2 |
| nor2b_1 | 37 |
| nand2_1 | 352 |
| inv_8 | 2 |
| and2_1 | 547 |
| inv_6 | 7 |
| o21ai_0 | 9 |
| dfxtp_1 | 276 |
| a21o_1 | 5 |
| clkbuf_16 | 40 |
| a21oi_1 | 12 |
| clkinvlp_4 | 2 |
| clkbuf_8 | 4 |
| ha_1 | 332 |
| o21a_1 | 6 |
| clkinv_4 | 5 |
| clkinv_2 | 7 |
| bufinv_16 | 4 |
| diode_2 | 2 |
| o31ai_1 | 2 |
| nor3_1 | 2 |
| fa_1 | 1428 |
| xnor2_1 | 38 |
| clkdlybuf4s50_1 | 276 |
| xor2_1 | 8 |
==> final cells by class <==
cell class	instances	share of cell area (%)
repair buffers	277	4.91
multi-input cells	2885	69.2
clock inverters	28	0.557
well taps	1637	3.63
inverters	1503	10.0
flip-flops and latches	276	9.80
diodes	2	0.00888
clock buffers	44	1.87
==> metal layers <==
layer | vias up | track usage (%) | part of all wire [%]
met3 | 123 | 12.2 | 12
li1 | 13589 | - | -
met5 | - | 1.41 | 0.21
met4 | 10 | 3.58 | 2.0
met2 | 923 | 36.4 | 47
met1 | 15507 | 34.0 | 39
==> flip-flops by register name (all words and copies together) (netlist names) <==
signal	flops
sumOUT	20
pixels	128
weights	128
