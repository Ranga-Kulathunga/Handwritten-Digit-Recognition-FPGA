==> ./config.mk <==
export PLATFORM = sky130hd
export DESIGN_NAME = mac3_acc
export DESIGN_NICKNAME = mac3_acc
export VERILOG_FILES = /design/flow/design.v
export SDC_FILE = /design/flow/constraint.sdc
export NUM_CORES = 4
export LEC_CHECK = 1
export CORE_UTILIZATION = 50
==> ./constraint.sdc <==
current_design mac3_acc

set clk_period 9.6
set clk_io_pct 0.2

create_clock -name clk0 -period $clk_period [get_ports {clk}]

set non_clock_inputs [all_inputs -no_clocks]
set_input_delay [expr $clk_period * $clk_io_pct] -clock clk0 $non_clock_inputs
set_output_delay [expr $clk_period * $clk_io_pct] -clock clk0 [all_outputs]
==> ./design.v <==
`timescale 1ns / 1ps
module acc(
    input clk,
    input rst,
    input [19:0] din,
    input [7:0] b,
    output reg [21:0] dout
    );
    reg [21:0] accReg,muxout;
    wire sel,en;
    wire [21:0] b_ext,sum;
    adder22 ul(din,muxout,sum);
    acc_ctrl u2(clk,rst,sel,en);
    assign b_ext = {{14{b[7]}},b};  
    always @(posedge clk) begin
        if(en)
            dout <= sum;
    end
    always @(posedge clk)
        accReg <= sum;
    always @(*) begin
        if(sel)
            muxout = b_ext;
        else
            muxout = accReg;
    end
endmodule
`timescale 1ns / 1ps
module acc_ctrl(
    input clk,
    input rst,
    output sel,
    output en 
    );
    reg [1:0] next_state,curr_state;
    parameter s1 = 2'b00;
    parameter s2 = 2'b01;
    parameter s3 = 2'b10;
    parameter s4 = 2'b11;
    always @(posedge clk) begin
    if(rst)
        curr_state = s1;
    else
        curr_state = next_state;
    end
    always @(curr_state) begin
    case(curr_state)
        s1: next_state = s2;
        s2: next_state = s3;
        s3: next_state = s4;
        s4: next_state = s1;
    endcase
    end
    assign sel = (curr_state == s1) ? 1'b1 : 1'b0;
    assign en = (curr_state == s4) ? 1'b1 : 1'b0;
endmodule
`timescale 1ns / 1ps
module adder22(
    input signed [19:0] a,
    input signed [21:0] b,
    output signed [21:0] s
    );
    assign s = a+b;
endmodule
`timescale 1ns / 1ps
module adder_16(
    input signed [15:0] a,
    input signed [15:0] b,
    output signed [16:0] s
    );
    assign s = a+b;
endmodule
`timescale 1ns / 1ps
module adder_17(
    input signed [16:0] a,
    input signed [16:0] b,
    output signed [17:0] s
    );
    assign s = a+b;
endmodule
`timescale 1ns / 1ps
module adder_18(
    input signed [17:0] a,
    input signed [17:0] b,
    output signed [18:0] s
    );
    assign s = a+b;
endmodule
`timescale 1ns / 1ps
module adder_19(
    input signed [18:0] a,
    input signed [18:0] b,
    output signed [19:0] s
    );
    assign s = a+b;
endmodule
`timescale 1ns / 1ps
module mac3(
    input clk,
    input [127:0] pixelsIN,
    input [127:0] weightsIN,
    output reg [19:0] sumOUT
    );
    reg [127:0] pixels, weights;
    reg [255:0] pr;
    reg [135:0] s1r;
    reg [71:0] s2r;
    reg [37:0] s3r;
    wire [19:0] sum;
    wire [255:0] p;
    wire [135:0] s1;
    wire [71:0] s2;
    wire [37:0] s3;
    always @(posedge clk) begin
        pixels <= pixelsIN;
        weights <= weightsIN;
        pr <= p;
        s1r <= s1;
        s2r <= s2;
        s3r <= s3;
        sumOUT <= sum;
    end
    genvar i;
    generate
    for(i=0;i<=15;i=i+1) begin
        mult_8 mult_8_i(pixels[(127-8*i):(127-8*i-7)],
                        weights[(127-8*i):(127-8*i-7)],
                        p[(255-16*i):(255-16*i-15)]);
    end          
    endgenerate
    genvar k;
    generate
    for(k=0;k<=7;k=k+1) begin
        adder_16 adder_16_k(pr[(255-16*2*k):(255-16*2*k-15)],
                        pr[(255-16*(2*k+1)):(255-16*(2*k+1)-15)],
                        s1[(135-17*k):(135-17*k-16)]);              
    end
    endgenerate
    adder_17 adder17_1(s1r[135:119],s1r[118:102],s2[71:54]);
    adder_17 adder17_2(s1r[101:85],s1r[84:68],s2[53:36]);
    adder_17 adder17_3(s1r[67:51],s1r[50:34],s2[35:18]);
    adder_17 adder17_4(s1r[33:17],s1r[16:0],s2[17:0]);
    adder_18 adder18_1(s2r[71:54],s2r[53:36],s3[37:19]);
    adder_18 adder18_2(s2r[35:18],s2r[17:0],s3[18:0]);
    adder_19 adder19_1(s3r[37:19],s3r[18:0],sum);
endmodule
`timescale 1ns / 1ps
module mac3_acc(
    input clk,
    input rst,
    input [127:0] pixels,
    input [127:0] weights,
    input [7:0] b,
    output [21:0] dout_final
    );
    wire [19:0] sumOUT;
    mac3 MAC(.clk(clk), .pixelsIN(pixels), .weightsIN(weights), .sumOUT(sumOUT)); 
    acc ACC(.clk(clk), .rst(rst), .din(sumOUT), .b(b), .dout(dout_final));
endmodule
`timescale 1ns / 1ps
module mult_8(
    input signed [7:0] wi,
    input signed [7:0] xi,
    output signed [15:0] pi
    );
    assign pi = wi*xi;
endmodule
==> ./run.sh <==
#!/bin/bash
# OpenROAD 26Q1-2900-gdf79404cd8, Yosys 0.63+post, stock flow scripts
make -C /OpenROAD-flow-scripts/flow DESIGN_CONFIG=/design/flow/config.mk WORK_HOME=/design/flow/orfs finish
==> results.cfg <==
; implementation run metrics
[logic_synthesis]
ys_seq_elements = 826
count_of_flip_flops_with_a_built_in_enable_after_synthesis = 22
ys_warn_count = 3
largest_cells_by_area = sky130_fd_sc_hd__fa_1, sky130_fd_sc_hd__dfxtp_1, sky130_fd_sc_hd__ha_1, sky130_fd_sc_hd__inv_1, sky130_fd_sc_hd__and2_1
synth_top_flop_cell = sky130_fd_sc_hd__dfxtp_1
synth_top_area_share = 0.264
netlist_area_um2 = 68000
ys_area_um2 = 68000
syn-instance-count = 6937
ys_cells = 6937
asyncSetResetFlopFracSynth = 0
postSynthSeqShare = 0.246
top_area_cell = sky130_fd_sc_hd__fa_1
avgSynthCellArea_um2 = 9.80
synth.distinct_cells = 66

[finish]
drive_above_1_share = 0.0292
flow.area_growth_from_synthesis_pct = 12.3
final_layout_top_logic_cell = sky130_fd_sc_hd__inv_1
layout_top_cells_excl_fill_tap = sky130_fd_sc_hd__inv_1, sky130_fd_sc_hd__fa_1, sky130_fd_sc_hd__dfxtp_1

[clock_tree]
clk_path_buf_depth = 3
clock-root-buffer = sky130_fd_sc_hd__clkbuf_16
tritoncts_clock_tree = yes
worst_setup_hold_path_clk_slew_ps = 60
postCtsResizedCells = 0
number_of_sinks_on_the_clock_net = 826
cts_hold_repair.buffers = 0
worstSkewPairLatency_ps = 700
cts_setup_buffers = 0
htreeDepth = 3
clock_buffer_count_from_cts = 94

[final_timing]
final_min_period_over_clock_period = 0.485
tightestPinTransition_ps = 720
final.min_clock_period_ps = 4650
fin_tns_setup_ps = 0
hold_viol = 0
clock.fmax_mhz = 215
timing.final.max_slew_violations = 0
timing.final.setup_violations = 0
clock_skew_ps = 17.4
final_worst_setup_slack_ps = 4950
relSlewSlack = 0.516
grt_setup_unrepaired = false
holdWs_ps = 434

[pwr]
cellPowerDensity_nw_per_um2 = 329
peakVddDrop_mv = 0.196
power.leakage_nw = 36.6
post-layout-total-power_mw = 25.1

[run]
openroad.warnings = 25
max-cap-violations = 0

[setup_path]
cp_slowest_cell = sky130_fd_sc_hd__fa_1
critical_path_buf_inv_count = 4
cp_cell_sequence = and2_1, fa_1, inv_1, fa_1, inv_1, fa_1, inv_1, fa_1, inv_1, ha_1, o21ai_0, a21boi_0, o21ai_0, a21oi_1, o21ai_0, or4b_1, o311ai_0
worst_r2r_path_depth = 17
cp.arrival_ps = 5210
setup.worst_path.class = reg -> reg
critical-path-max-stage-delay_ps = 530
cp_data_required_time_ps = 10160
regToRegStartpoint = MAC.pixels[37]
timing.critical_path.fanout_max = 8
crit-reg2reg-capture = MAC.pr[78]
ff2ff_setup_slack_ps = 4950
cp-start-kind = flip-flop
top_family_by_delay_on_critical_path = adder cells
endpoint_kind = flip-flop

[global_route]
grt_start_max_net_pins = 24
first_pass_grt_wire_length_um = 225000
globalRoute.totalOverflow = 0
antenna_found_initial = 8
globalRouteTotalUtil = 0.215
grt_pass1_vias = 45900

[route]
post-route-drc-count = 0
detail_route.wirelength_um = 130000
avgRoutedWirePerCell_um = 14.2
drtIter0Drc = 1618
avgViaCountPerCell = 4.83
antenna_violating_nets_post_route = 0
firstDrtPassIters = 5
vias = 44300

[hold_path]
hold_path.class = reg -> reg
hold_start = ACC.u2.curr_state[1]
hold_path_end = ACC.u2.curr_state[3]
worstHoldPathCells = 1

[die]
placeableCoreArea_um2 = 134000
die_y_um = 371
floorplan.die_area_um2 = 137000
chipWidth_um = 371
rows = 134
top_level_ports = 288
core_utilization_at_floorplan = 0.507

[placement]
pre_cts_setup_slack_ps = 4540
gp_routability_congestion = 0.899
placement.io_buffers = 287
half_perimeter_wire_length_after_detailed_placement_um = 108000

[outcome]
status = finished, final reports clean
worst max-delay path by stage:
stage                      startpoint    endpoint  slack [ps]  depth (start not counted)
final                  MAC.pixels[37]  MAC.pr[78]        4950                         17
after global routing  MAC.weights[33]  MAC.pr[78]        4630                         17
after CTS             MAC.weights[34]  MAC.pr[78]        4900                         17
synth_stat cells (35+ instances only):
cell type	n
sky130_fd_sc_hd__nor2b_1	174
sky130_fd_sc_hd__a21oi_1	229
sky130_fd_sc_hd__and2_1	666
sky130_fd_sc_hd__o21ai_0	188
sky130_fd_sc_hd__nand2_1	402
sky130_fd_sc_hd__nand3_1	64
sky130_fd_sc_hd__nand2b_1	50
sky130_fd_sc_hd__nor2_1	222
sky130_fd_sc_hd__xor2_1	75
sky130_fd_sc_hd__inv_1	1449
sky130_fd_sc_hd__dfxtp_1	804
sky130_fd_sc_hd__o21bai_1	35
sky130_fd_sc_hd__xnor2_1	380
sky130_fd_sc_hd__o21a_1	60
sky130_fd_sc_hd__nor3_1	63
sky130_fd_sc_hd__fa_1	896
sky130_fd_sc_hd__ha_1	736
sky130_fd_sc_hd__a21o_1	82
registers in the layout, summed over array words and instances, names as in the netlist:
register,flops
ACC.accReg,22
ACC.dout,22
ACC.u2.curr_state,4
MAC.pixels,128
MAC.pr,256
MAC.s1r,136
MAC.s2r,72
MAC.s3r,38
MAC.sumOUT,20
MAC.weights,128
logic make-up after synthesis:
| group | Yosys count | synth area share |
|---|---|---|
| DFF | 826 | 0.246 |
| xor gates and xnor gates | 455 | 0.0586 |
| buffers and inverters | 1454 | 0.0803 |
| adders and majority gates | 1632 | 0.399 |
| AOI/OAI and AO/OA | 811 | 0.0761 |
| muxes | 29 | 0.00466 |
| and+or+nand+nor | 1730 | 0.135 |
where the power goes:
part | total [mW] | switching (mW) | internal [mW]
logic | 15.7 | 8.63 | 7.11
registers | 5.65 | 0.673 | 4.97
clock network | 3.72 | 1.50 | 2.22
routing by layer:
layer	vias to the layer above	part of all wire	GRT usage	wire (µm)
met5	-	0.00053	0	69
met4	10	0.027	0.0453	3490
met3	158	0.066	0.0540	8570
met2	795	0.43	0.312	55500
met1	20900	0.48	0.345	62400
li1	22500	-	-	-
area by class of cell:
| type | count | area, µm² |
|---|---|---|
| fillers | 11500 | 57800 |
| multi-input cells | 4657 | 45800 |
| flip-flops and latches | 826 | 16800 |
| inverters | 1449 | 5440 |
| repair buffers | 289 | 2890 |
| clock buffers | 120 | 2660 |
| well taps | 1768 | 2210 |
| clock inverters | 52 | 587 |
| diodes | 2 | 5.00 |
worst reg2reg max path, stage by stage, from the launching register on:
cell and delay [ps]:
sky130_fd_sc_hd__dfxtp_1 390, sky130_fd_sc_hd__and2_1 220, sky130_fd_sc_hd__fa_1 530, sky130_fd_sc_hd__inv_1 50, sky130_fd_sc_hd__fa_1 530, sky130_fd_sc_hd__inv_1 50
sky130_fd_sc_hd__fa_1 470, sky130_fd_sc_hd__inv_1 50, sky130_fd_sc_hd__fa_1 470, sky130_fd_sc_hd__inv_1 40, sky130_fd_sc_hd__ha_1 300, sky130_fd_sc_hd__o21ai_0 110
sky130_fd_sc_hd__a21boi_0 130, sky130_fd_sc_hd__o21ai_0 240, sky130_fd_sc_hd__a21oi_1 120, sky130_fd_sc_hd__o21ai_0 250, sky130_fd_sc_hd__or4b_1 450, sky130_fd_sc_hd__o311ai_0 120
stage by stage:
step                instances   util  cell area [µm²]
detailed placement       8989  0.545            73100
floorplan                6937      -            68000
CTS                      9161  0.569            76300
global route             9161  0.569            76300
global placement         8989  0.545            73100
finish                   9163  0.569            76300
Power is estimated from default activity; no workload was simulated.
