File: ./design.v
`timescale 1ns / 1ps
module adder_16(
    input signed [15:0] a,
    input signed [15:0] b,
    output signed [16:0] s
    );
    assign s = a+b;
endmodule
`timescale 1ns / 1ps
module adder_17(
    input signed [16:0] a,
    input signed [16:0] b,
    output signed [17:0] s
    );
    assign s = a+b;
endmodule
`timescale 1ns / 1ps
module adder_18(
    input signed [17:0] a,
    input signed [17:0] b,
    output signed [18:0] s
    );
    assign s = a+b;
endmodule
`timescale 1ns / 1ps
module adder_19(
    input signed [18:0] a,
    input signed [18:0] b,
    output signed [19:0] s
    );
    assign s = a+b;
endmodule
`timescale 1ns / 1ps
module mac1(
    input [127:0] pixels,
    input [127:0] weights,
    output [19:0] sum
    );
    wire [255:0] p;
    wire [135:0] s1;
    wire [71:0] s2;
    wire [37:0] s3;
    genvar i;
    generate
    for(i=0;i<=15;i=i+1) begin
        mult_8 mult_8_i(pixels[(127-8*i):(127-8*i-7)],
                        weights[(127-8*i):(127-8*i-7)],
                        p[(255-16*i):(255-16*i-15)]);              
    end
    endgenerate
    genvar k;
    generate
    for(k=0;k<=7;k=k+1) begin
        adder_16 adder_16_k(p[(255-16*2*k):(255-16*2*k-15)],
                        p[(255-16*(2*k+1)):(255-16*(2*k+1)-15)],
                        s1[(135-17*k):(135-17*k-16)]);              
    end
    endgenerate
    adder_17 adder17_1(s1[135:119],s1[118:102],s2[71:54]);
    adder_17 adder17_2(s1[101:85],s1[84:68],s2[53:36]);
    adder_17 adder17_3(s1[67:51],s1[50:34],s2[35:18]);
    adder_17 adder17_4(s1[33:17],s1[16:0],s2[17:0]);
    adder_18 adder18_1(s2[71:54],s2[53:36],s3[37:19]);
    adder_18 adder18_2(s2[35:18],s2[17:0],s3[18:0]);
    adder_19 adder19_1(s3[37:19],s3[18:0],sum);
endmodule
`timescale 1ns / 1ps
module mult_8(
    input signed [7:0] wi,
    input signed [7:0] xi,
    output signed [15:0] pi
    );
    assign pi = wi*xi;
endmodule
File: ./run.sh
#!/bin/bash
# OpenROAD 26Q1-2900-gdf79404cd8, Yosys 0.63+post, stock flow scripts
make -C /OpenROAD-flow-scripts/flow DESIGN_CONFIG=/design/flow/config.mk WORK_HOME=/design/flow/orfs finish
File: ./config.mk
export PLATFORM = sky130hd
export DESIGN_NAME = mac1
export DESIGN_NICKNAME = mac1
export VERILOG_FILES = /design/flow/design.v
export SDC_FILE = /design/flow/constraint.sdc
export NUM_CORES = 4
export LEC_CHECK = 1
export CORE_UTILIZATION = 40
File: ./constraint.sdc
current_design mac1

set clk_period 27.2
set clk_io_pct 0.2

create_clock -name clk0 -period $clk_period

set non_clock_inputs [all_inputs -no_clocks]
set_input_delay [expr $clk_period * $clk_io_pct] -clock clk0 $non_clock_inputs
set_output_delay [expr $clk_period * $clk_io_pct] -clock clk0 [all_outputs]
==> impl_metrics.csv <==
group,metric,value,unit
status,status,"finished clean",
global_routing,grt_pass1_wl,197700,um
timing,min_period,21.17,ns
synthesis,yosysCellCount,4403,
cells_and_area,area_delta_synth_final,10.35,%
routing,drt-total-wl,125800,um
place,pre_cts_slack,6.020,ns
clocking,postCtsSetupRepairBufs,0,
global_routing,antenna_found_initial,23,
synthesis,postSynthCellCount,4403,
cells_and_area,nClkBuffers,0,
cells_and_area,drive_gt1_share,0.2566,%
timing,hold_viol_final,0,
synthesis,synth.distinct_cells,36,
floorplanning,ios,276,
floorplanning,fp-row-count,122,
timing,setup_ws,6.031,ns
global_routing,grt_max_degree,10,
synthesis,yosys_warnings,0,
cells_and_area,post-route-util,44.54,%
setup_path,cp-end-kind,"output pin",
timing,finalSetupTns,0,ns
routing,route.antenna.remaining_nets,0,
routing,drc,0,
timing,finalCritPeriodShare,77.83,%
timing,worstMarginPinSlew,0.7734,ns
timing,drv_slew,0,
floorplanning,die_area,113200,sq um
routing,drtIter0Drc,981,
synthesis,synth_seq_share,0,%
place,gp_congestion,0.9903,
hold_path,hold_path_depth,4,
setup_path,crit_type,"in2out",
global_routing,track_usage,25.78,%
timing,max_freq,47.24,MHz
global_routing,overflow,0,
routing,vias,28330,
setup_path,cp_max_fo,9,
timing,maxSlewHeadroom,48.28,%
clocking,ctsHoldBuffers,0,
floorplanning,initCoreUtil,40.36,%
setup_path,required,21.76,ns
synthesis,ys_area,44730,sq um
cells_and_area,seq_area,0,sq um
place,numPortBuffers,276,
timing,setup_viol,0,
routing,firstDrtPassIters,5,
routing,wl_per_cell,20.40,um
floorplanning,core_area,110800,sq um
flow_run,drv_cap,0,
setup_path,worstPathArrival,15.73,ns
floorplanning,die_height,336.4,um
floorplanning,die_w,336.4,um
synthesis,syn_area,44730,sq um
clocking,cts_resized,0,
synthesis,avgSynthCellArea,10.16,sq um
flow_run,log.warning_count,35,
place,hpwlAfterDp,118700,um
hold_path,hp-class,"in2out",
global_routing,grt_pass1_vias,33300,
timing,rsz0062_at_grt,"false",
setup_path,start_kind,"input pin",
cells_and_area,design.seq.count,0,
routing,routed_via_density,4.593,
-- worst max-delay path, stage by stage --
cell             delay [ns]
clkdlybuf4s50_1        0.97
nand2b_1               0.16
fa_1                   0.53
inv_1                  0.05
fa_1                   0.52
inv_1                  0.05
fa_1                   0.52
fa_1                   0.55
fa_1                   0.66
fa_1                   0.54
fa_1                   0.56
fa_1                   0.52
inv_1                  0.06
fa_1                   0.55
fa_1                   0.44
fa_1                   0.49
fa_1                   0.38
ha_1                   0.39
a21oi_2                0.22
o211ai_1               0.20
a2111oi_2              0.49
nor3_2                 0.12
o22ai_1                0.42
xnor2_1                0.33
clkdlybuf4s50_1        0.56
-- metal layers --
layer | vias up | part of all wire (%) | GRT usage [%] | wire, um
met1 | 14570 | 38 | 35.75 | 48200
met4 | 30 | 1.6 | 3.089 | 1964
met5 | - | 0.15 | 0 | 192
met2 | 938 | 48 | 39.51 | 59850
met3 | 104 | 12 | 12.93 | 15610
li1 | 12690 | - | - | -
-- synth_stat cells, types with 2 or more instances --
master / instances / share of area (%)
inv_1: 1501 / 13
fa_1: 1428 / 64
and2_1: 547 / 7.7
nand2_1: 354 / 3.0
ha_1: 332 / 9.3
nand2b_1: 69 / 0.97
nor2b_1: 39 / 0.55
xnor2_1: 37 / 0.72
nor2_1: 28 / 0.23
o21ai_0: 12 / 0.13
a21oi_1: 11 / 0.12
a21o_1: 5 / 0.084
clkbuf_1: 5 / 0.042
xor2_1: 5 / 0.098
o21ai_1: 3 / 0.034
o21bai_1: 3 / 0.050
a211oi_1: 2 / 0.034
a211oi_2: 2 / 0.056
o211ai_1: 2 / 0.034
o21a_1: 2 / 0.034
-- cell type report --
cell class                 count  area [sq um]
antenna                        4         10.01
multi-input combinational   2897         39080
fill                       10720         61460
tap                         1488          1862
timing repair buffer         278          2778
inverter                    1501          5634
-- cells in the final DEF (no fill, tap or decap), drive strengths merged, types with 2 or more instances in the layout --
| master | netlist | layout |
|---|---|---|
| a211oi | 4 | 4 |
| a21o | 5 | 5 |
| a21oi | 12 | 12 |
| and2 | 547 | 547 |
| buf | 0 | 2 |
| clkdlybuf4s50 | 0 | 276 |
| diode | 0 | 4 |
| fa | 1428 | 1428 |
| ha | 332 | 332 |
| inv | 1501 | 1501 |
| nand2 | 354 | 354 |
| nand2b | 69 | 69 |
| nor2 | 28 | 28 |
| nor2b | 39 | 39 |
| nor3 | 2 | 2 |
| o211ai | 2 | 2 |
| o21a | 2 | 2 |
| o21ai | 15 | 15 |
| o21bai | 3 | 3 |
| xnor2 | 38 | 38 |
| xor2 | 5 | 5 |
-- through the flow --
stage                     area [sq um]  instances  hold WS, ns
final                            49360       6168        12.34
after global routing             49360       6168        12.42
after CTS                        49350       6164        12.38
after detailed placement         49350       6164        12.37
after global placement           49350       6164        12.37
after floorplan                  44730       4403        11.07
-- path summary, 6_finish.rpt --
path | slack, ns | from | end
worst min-delay path | 12.34 | weights[120] | sum[0]
worst max-delay path | 6.03 | weights[63] | sum[19]
-- logic make-up (layout without fill, tap and decap cells) --
kind of cell,Yosys count,in the layout,share of synthesized area [%]
adders and majority gates,1760,1760,73.20
buffers and inverters,1506,1779,12.64
and+or+nand+nor,1044,1044,12.49
AOI/OAI and AO/OA,49,49,0.7581
xor gates and xnor gates,44,44,0.9091
other,0,4,0
